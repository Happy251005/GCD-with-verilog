[/design/flow/run.sh]
#!/bin/bash
# OpenROAD 26Q1-2900-gdf79404cd8, Yosys 0.63+post, stock flow scripts
make -C /OpenROAD-flow-scripts/flow DESIGN_CONFIG=/design/flow/config.mk WORK_HOME=/design/flow/orfs finish
[/design/flow/config.mk]
export PLATFORM = sky130hd
export DESIGN_NAME = control
export DESIGN_NICKNAME = control
export VERILOG_FILES = /design/flow/design.v
export SDC_FILE = /design/flow/constraint.sdc
export NUM_CORES = 4
export LEC_CHECK = 1
export CORE_AREA = 10 10 70 70
export DIE_AREA = 0 0 80 80
[/design/flow/constraint.sdc]
current_design control

set clk_period 2.4
set clk_io_pct 0.2

create_clock -name clk0 -period $clk_period [get_ports {clk}]

set non_clock_inputs [all_inputs -no_clocks]
set_input_delay [expr $clk_period * $clk_io_pct] -clock clk0 $non_clock_inputs
set_output_delay [expr $clk_period * $clk_io_pct] -clock clk0 [all_outputs]
[/design/flow/design.v]
module control(output reg ldA, ldB, sel1, sel2, sel_in, done, input clk,eq,lt,gt,start);
reg [2:0] state=0;
parameter S0 = 3'b000, S1 = 3'b001, S2 = 3'b010, S3 = 3'b011, S4 = 3'b100, S5 = 3'b101;
always @(posedge clk) begin
    case (state)
        S0: if (start) state <= S1;
        S1: state <= S2;
        S2:  #2 if (eq) state <= S5; else if(lt) state <= S3; else if(gt) state <= S4;
        S3:  #2 if (eq) state <= S5; else if(lt) state <= S3; else if(gt) state <= S4;
        S4:  #2 if (eq) state <= S5; else if(lt) state <= S3; else if(gt) state <= S4;
        S5: state <= S3;
    endcase
end
always @(state) begin
    case (state)
        S0: begin
            ldA = 1; ldB = 0; sel1 = 0; sel2 = 0; sel_in = 0; done = 0;
        end
        S1: begin
            ldA = 0; ldB = 1; sel1 = 0; sel2 = 0; sel_in = 0; done = 0;
        end
        S2: begin
            if(eq) done = 1;
            else if(lt) begin
                sel1 = 1; sel2 = 0; sel_in = 1;
                #1 ldA = 0; ldB = 1;
            end
            else if(gt) begin
                sel1 = 0; sel2 = 1; sel_in = 1;
                #1 ldA = 1; ldB = 0;
            end
        end
        S3: begin
            if(eq) done = 1;
            else if(lt) begin
                sel1 = 1; sel2 = 0; sel_in = 1;
                #1 ldA = 0; ldB = 1;
            end
            else if(gt) begin
                sel1 = 0; sel2 = 1; sel_in = 1;
                #1 ldA = 1; ldB = 0;
            end
        end
        S4: begin
            if(eq) done = 1;
            else if(lt) begin
                sel1 = 1; sel2 = 0; sel_in = 1;
                #1 ldA = 0; ldB = 1;
            end
            else if(gt) begin
                sel1 = 0; sel2 = 1; sel_in = 1;
                #1 ldA = 1; ldB = 0;
            end
        end
        S5: begin
            ldA = 0; ldB = 0; sel1 = 0; sel2 = 0; sel_in = 0; done = 1;
        end
    endcase
end
endmodule
==> run_results.csv <==
group,metric,value,unit
global_routing,grt_start_max_net_pins,13,
min_path,min_path_type,"flop to flop",
setup_path,crit_path_start_kind,"input port",
final_timing,worstMarginPinSlew,0.401,ns
synthesis,syn_area,403,sq um
placement,gp_congestion,0.776,
final_timing,finalHoldViolCount,0,
setup_path,criticalPathCategory,"input port to flop",
cts,post_cts_resize_count,0,
synthesis,ff_type,"dlxtn_1",
route,drt-total-wl,935,um
route,vias_per_cell,3.42,
route,vias,352,
pwr,vdd_drop_max,0.273,mV
setup_path,reg2reg_depth,3,
min_path,hold_path_depth,2,
synthesis,ys_ff,9,
synthesis,syn_area_per_cell,8.76,sq um
floorplan,fp_util,11.8,%
placement,place_ws,0.374,ns
final_timing,max-slew-margin-rel,73.3,%
layout,drive_gt1_share,12.3,%
floorplan,die_w,80,um
global_routing,gr-usage-met1,3.11,%
global_routing,antenna_found_initial,0,
placement,dpl.hpwl,714,um
synthesis,ys_warn_count,1,
global_routing,grt_usage,2.66,%
final_timing,holdWs,0.750,ns
final_timing,unclocked_pins,6,
placement,numPortBuffers,10,
floorplan,dieArea,6400,sq um
floorplan,die-height,80,um
job,cap_violations,0,
route,post_drt_wl_per_cell,9.08,um
setup_path,path_max_fanout,9,
synthesis,yosys_area,403,sq um
final_timing,final.period_utilization,75.4,%
cts,clk_pin_slew,0.03,ns
cts,worstSkewPairLatency,0.24,ns
cts,clk_path_buf_depth,2,
synthesis,ys_cells,46,
route,antenna_left,0,
global_routing,grtUsageMet3,0.795,%
setup_path,timing.critical_path.buf_inv,1,
setup_path,cp_cell_sequence,"clkdlybuf4s50_1, or3_4, mux2i_1, o22ai_1",
floorplan,core,3420,sq um
global_routing,busiest_layer,"met2",
setup_path,slowest_stage,"clkdlybuf4s50_1",
final_timing,layout_min_cycle_time,1.81,ns
cts,cts-root-buf,"clkbuf_4",
final_timing,grt_setup_unrepaired,"no",
setup_path,cp_top_family,"buffers and inverters",
layout,final_common_cell,"clkdlybuf4s50_1",
final_timing,clock.fmax,553,MHz
run_status,status,"finished clean",
floorplan,rows,21,
final_timing,fin_ws,0.591,ns
final_timing,drv_slew,0,
pwr,power_density,1070,nW/um^2
global_routing,grt_pass1_vias,343,
route,antennaDiodeCount,0,
cts,htreeDepth,1,
route,drtIter0Drc,17,
layout,syn2layout_area_growth,40.4,%
global_routing,grt.overflow.total,0,
setup_path,max_stage_delay,0.54,ns
job,warning_count,25,
layout,mostFrequentLayoutCells,"clkdlybuf4s50_1 (10), dlxtn_1 (6), o21ai_1 (5)",
pwr,power_leakage,0.211,nW
cts,postCtsHoldBufs,0,
setup_path,cp-end-kind,"flop",
route,drc_errors,0,
floorplan,ios,11,
cts,post_cts.repair.setup_buffers,0,
cts,cts_tree,"yes",
synthesis,async_flop_share,0,%
setup_path,crit_cells,4,
final_timing,skew,0.00508,ns
synthesis,netlist_instances,46,
cts,cts_buffers,3,
final_timing,tns,0,ns
global_routing,use_met2,4.09,%
synthesis,yosysUniqueCellTypes,22,
route,drt-pass1-iter-count,4,
final_timing,untimed_endpoints,12,
setup_path,cp.required,2.35,ns
synthesis,edf_count,3,
global_routing,grt_pass1_wl,1440,um
setup_path,crit_arrival,1.76,ns
final_timing,final-setup-viol-count,0,
==> Yosys cell counts, types with 2 or more instances <==
master | count | area (sq um)
nand2_1 | 3 | 11.3
o21a_1 | 2 | 15.0
edfxtp_1 | 3 | 90.1
nor2b_1 | 3 | 18.8
nor2_1 | 4 | 15.0
dlxtn_1 | 6 | 90.1
nand2b_1 | 2 | 12.5
a21oi_1 | 4 | 20.0
o21ai_1 | 5 | 25.0
buf_2 | 2 | 10.0
==> worst paths after layout <==
| path | slack, ns | to | from |
|---|---|---|---|
| worst max-delay path | 0.59 | state[0] | lt |
| worst min-delay path | 0.75 | state[1] | state[0] |
| worst max register to register | 1.04 | state[0] | state[2] |
| worst min register to register | 0.75 | state[1] | state[0] |
==> routing by layer <==
layer	vias up	routed length, um
met1	155	398
li1	180	-
met4	0	41
met5	-	0
met3	2	114
met2	15	380
==> worst reg2reg max path: cells and delay by family, from the launching register on <==
family	cells	cell delay [ns]
DFF	1	0.57
and+or+nand+nor	1	0.27
AOI/OAI and AO/OA	2	0.24
==> flip-flops by register name (all words and copies together), names as in the netlist <==
signal and flops:
done 1, state 3, sel2 1, sel1 1, sel_in 1, ldB 1
ldA 1
==> metrics by stage <==
step	total power, mW	instance area (sq um)	utilization [%]	cells
after floorplan	0.423	403	-	46
after global placement	0.504	539	15.8	99
after detailed placement	0.512	539	15.8	99
after CTS	0.611	566	16.6	103
after global routing	0.659	566	16.6	103
final	0.606	566	16.6	103
==> layout make-up <==
class | count | area [sq um]
Timing Repair Buffer | 10 | 100
Fill cell | 387 | 2850
Tap cell | 46 | 57.6
Inverter | 2 | 7.51
Clock buffer | 4 | 26.3
Multi-Input combinational cell | 32 | 194
Sequential cell | 9 | 180
==> cells by family (layout without fill, tap and decap cells) <==
kind of cell	after synthesis	after routing	synth area share, %
AND/OR/NAND/NOR	15	15	20.8
multiplexers	1	1	2.48
buffers and inverters	5	16	7.14
latches	6	6	22.4
flip-flops	3	3	22.4
XOR/XNOR	1	1	2.17
AND-OR/OR-AND	15	15	22.7
==> power breakdown <==
group	total [mW]	leakage, nW	internal, mW	switching (mW)
sequential	0.257	0.0779	0.181	0.0756
combinational	0.259	0.119	0.146	0.113
clock	0.0908	0.0150	0.0624	0.0284
total	0.606	0.211	0.389	0.217
Power figures rest on the tool's default switching activity, not on a simulated workload.
