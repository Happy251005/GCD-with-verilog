$ cat flow/config.mk
export PLATFORM = sky130hd
export DESIGN_NAME = datapath
export DESIGN_NICKNAME = datapath
export VERILOG_FILES = /design/flow/design.v
export SDC_FILE = /design/flow/constraint.sdc
export NUM_CORES = 4
export LEC_CHECK = 1
export CORE_UTILIZATION = 40
$ cat flow/constraint.sdc
current_design datapath

set clk_period 8.7
set clk_io_pct 0.2

create_clock -name clk0 -period $clk_period [get_ports {clk}]

set non_clock_inputs [all_inputs -no_clocks]
set_input_delay [expr $clk_period * $clk_io_pct] -clock clk0 $non_clock_inputs
set_output_delay [expr $clk_period * $clk_io_pct] -clock clk0 [all_outputs]
$ cat flow/design.v
module comp(output eq, lt, gt, input [15:0] A, B);
assign eq = (A == B);
assign lt = (A < B);
assign gt = (A > B);
endmodule
module datapath(output eq,lt,gt, input ldA,ldB,sel1,sel2,sel_in,clk, input [15:0] data_in);
wire[15:0] Aout,Bout,subOut,X,Y,bus;
pipo A(
    .data_in(bus),
    .data_out(Aout),
    .ld(ldA),
    .clk(clk)
);
pipo B(
    .data_in(bus),
    .data_out(Bout),
    .ld(ldB),
    .clk(clk)
);
mux m1(
    .sel(sel1),
    .data_in1(Aout),
    .data_in2(Bout),
    .data_out(X)
);
mux m2(
    .sel(sel2),
    .data_in1(Aout),
    .data_in2(Bout),
    .data_out(Y)
);
mux m3(
    .sel(sel_in),
    .data_in1(data_in),
    .data_in2(subOut),
    .data_out(bus)
);
comp c1(
    .A(Aout),
    .B(Bout),
    .eq(eq),
    .lt(lt),
    .gt(gt)
);
subb sub(
    .A(X),
    .B(Y),
    .sub_out(subOut)
);
endmodule
module mux(output [15:0] data_out, input sel, input [15:0] data_in1, data_in2);
assign data_out = sel ? data_in2 : data_in1;
endmodule
module pipo(output reg [15:0] data_out, input [15:0] data_in, input ld, clk);
always @(posedge clk)
    if (ld)
        data_out <= data_in;
endmodule
module subb(output reg [15:0] sub_out, input [15:0] A, B);
always @(*)
    sub_out <= A - B;
endmodule
$ cat flow/run.sh
#!/bin/bash
# OpenROAD 26Q1-2900-gdf79404cd8, Yosys 0.63+post, stock flow scripts
make -C /OpenROAD-flow-scripts/flow DESIGN_CONFIG=/design/flow/config.mk WORK_HOME=/design/flow/orfs finish
==> impl_metrics.env <==
# yosys + openroad results
export IMPL_status="finished clean"
export IMPL_fin_setup_tns_ps=0
export IMPL_post_route_period_util_pct=56.6
export IMPL_core_um2=6390
export IMPL_place_hpwl_mm=4.09
export IMPL_p_sw_share_pct=41.9
export IMPL_top_logic_kind="multiplexers"
export IMPL_simple_gate_share_pct=7.13
export IMPL_ff_type="edfxtp_1"
export IMPL_worstHoldStart="B.data_out[0]"
export IMPL_cts_buffers=5
export IMPL_pre_cts_ws_ps=3430
export IMPL_layout_min_cycle_time_ps=4920
export IMPL_die_w_um=83.7
export IMPL_post_cts_setup_buffers=0
export IMPL_finalHoldViolCount=0
export IMPL_clk_pin_slew_worst_paths_ps=70
export IMPL_cp_required_ps=8740
export IMPL_p_int_uw=768
export IMPL_htreeDepth=2
export IMPL_most_common_cell="edfxtp_1"
export IMPL_grt_max_degree=20
export IMPL_synthCells=242
export IMPL_r2r_cells=11
export IMPL_switching_power_uw=553
export IMPL_ios=25
export IMPL_rr_startpoint="A.data_out[0]"
export IMPL_synth_avg_cell_area_um2=11.0
export IMPL_hold_depth=4
export IMPL_fillers=591
export IMPL_drive_above_1_share_pct=16.2
export IMPL_ys_sh_mux_pct=17.2
export IMPL_ys_seq_share_pct=36.0
export IMPL_largest_area_cell="edfxtp_1"
export IMPL_synth_top_area_share_pct=36.0
export IMPL_fin_area_um2=3080
export IMPL_cts_tree="built"
export IMPL_ys_cells=242
export IMPL_routed_wl_mm=5.53
export IMPL_num_vias=1887
export IMPL_p_comb_share_pct=66.4
export IMPL_netlist_top_cells_count="edfxtp_1, ha_1, mux2_2"
export IMPL_endpoint_kind="register"
export IMPL_antenna_left=0
export IMPL_ys_sh_aoi_pct=14.9
export IMPL_cp_max_fo=16
export IMPL_wire_per_inst_um=15.9
export IMPL_crit_type="in -> reg"
export IMPL_num_antenna_cells=0
export IMPL_cap_viol_max_count=0
export IMPL_yosys_warnings=2
export IMPL_vias_per_cell=5.42
export IMPL_power_density_nw_per_um2=429
export IMPL_synthTopCellsByArea="edfxtp_1, ha_1, mux2_2"
export IMPL_edf_count=32
export IMPL_cts_hold_buf=0
export IMPL_clk_path_buf_depth=2
export IMPL_gp_routability_congestion=0.934
export IMPL_p_leak_nw=1.28
export IMPL_warnings=25
export IMPL_setup_viol=0
export IMPL_grt_ovfl_total=0
export IMPL_critPathArrivalTime_ps=4960
export IMPL_r2r_slack_ps=5930
export IMPL_post_cts_resized=0
export IMPL_syn2layout_area_growth_pct=15.5
export IMPL_yosys_area_share_adder_pct=15.3
export IMPL_clock_power_share_pct=8.3
export IMPL_slew_viol_final=0
export IMPL_drtIter0Drc=51
export IMPL_clk_latency_ps=280
export IMPL_die_h_um=83.7
export IMPL_cts_sinks=32
export IMPL_hold_path_end="B.data_out[0]"
export IMPL_cts_root_buf="clkbuf_8"
export IMPL_std_cell_rows=29
export IMPL_slew_headroom_pct=43.5
export IMPL_hold_class="reg -> reg"
export IMPL_port_buffers=24
export IMPL_r2r_end="B.data_out[14]"
export IMPL_firstDrtPassIters=5
export IMPL_skew_ps=7.49
export IMPL_synth_distinct_cells=42
export IMPL_ys_async_sr_fraction_pct=0
export IMPL_ir_drop_v=0.000197
export IMPL_seq_power_share_pct=25.2
export IMPL_grt_usage_pct=17.6
export IMPL_die_area_um2=7000
export IMPL_grt_pass1_wl_mm=9.38
export IMPL_yosys_register_bits=32
export IMPL_netlist_area_um2=2670
export IMPL_start_kind="input port"
export IMPL_max_freq_ghz=0.203
export IMPL_grt_pass1_vias=1928
export IMPL_setup_ws_ps=3780
export IMPL_postPlaceCellArea_um2=3000
export IMPL_antenna_found_initial=0
export IMPL_initCoreUtil_pct=41.8
export IMPL_xor_area_share_pct=5.25
export IMPL_worstMarginPinSlew_ps=846
export IMPL_ys_area_um2=2670
export IMPL_rsz0062_at_grt="false"
export IMPL_drcViolationCount=0
## worst max-delay path by stage
| stage | from | slack [ps] | to |
|---|---|---|---|
| after CTS | sel1 | 3730 | A.data_out[14] |
| final | sel1 | 3780 | B.data_out[14] |
| after global routing | sel1 | 3520 | B.data_out[14] |
## cell type report
cell class	instances	area, um2	share of cell area, %
Multi-Input combinational cell	182	1590	51.7
Sequential cell	32	961	31.2
Timing Repair Buffer	28	270	8.77
Tap cell	77	96.3	3.13
Inverter	21	78.8	2.56
Clock buffer	7	76.3	2.48
Clock inverter	1	3.75	0.122
## sequential cells by signal, indices dropped and copies added (netlist names)
| register | flops |
|---|---|
| A.data_out | 16 |
| B.data_out | 16 |
## through the flow
step	power (mW)	utilization (%)	std cells	hold slack, ps
floorplan	1.02	-	242	801
CTS	1.33	48.2	348	904
global placement	1.22	47.0	340	893
finish	1.32	48.2	348	898
global route	1.45	48.2	348	964
detailed placement	1.22	47.0	340	889
## layout by cell type, fill, tap and decap left out, types with 2 or more instances in the layout
cell type / netlist / final
a31oi_1: 2 / 2
a211oi_2: 2 / 2
a21oi_1: 17 / 17
clkbuf_8: 0 / 5
o21ai_0: 8 / 8
o21ai_1: 2 / 2
xnor2_1: 12 / 12
o211ai_1: 2 / 2
and2_1: 4 / 4
nor2_1: 7 / 7
xor2_1: 4 / 4
clkdlybuf4s50_1: 0 / 24
a211oi_1: 3 / 3
nand4_1: 6 / 6
a21o_1: 9 / 9
mux2_2: 26 / 26
nand2_1: 5 / 5
buf_4: 0 / 4
nor3_1: 3 / 3
inv_1: 21 / 21
nand2b_1: 2 / 2
clkbuf_1: 5 / 2
mux2i_1: 15 / 15
nand3_1: 3 / 3
ha_1: 31 / 31
edfxtp_1: 32 / 32
nor2b_1: 3 / 3
## worst max-delay path: stages
cell and delay, ps:
clkdlybuf4s50_1 1020, mux2i_1 270, ha_1 200, inv_1 50, fa_1 390, a21oi_1 280, o211ai_1 140, a21oi_1 280
o21ai_0 140, xor2_1 150, mux2_2 280
## layer usage
metal | global-route usage, % | vias up | wire, um
met2 | 29.2 | 33 | 2620
met4 | 2.16 | 0 | 95
li1 | - | 959 | -
met3 | 2.91 | 7 | 196
met1 | 26.2 | 888 | 2610
met5 | 0 | - | 0
## kinds of logic (layout without fill, tap and decap cells)
group,after synthesis,count (layout)
AND-OR/OR-AND,56,56
XOR/XNOR,16,16
adder cells (fa/ha/maj),32,32
buffers and inverters,28,57
flip-flops,32,32
multiplexers,42,42
AND/OR/NAND/NOR,36,36
## power groups by stage
stage | Combinational (mW) | Clock (mW) | Sequential, mW
CTS | 0.885 | 0.113 | 0.334
global route | 0.990 | 0.116 | 0.345
finish | 0.878 | 0.110 | 0.333
Power and IR drop assume default switching activity.
